--- run.sh ---
#!/bin/bash
# OpenROAD 26Q1-2900-gdf79404cd8, Yosys 0.63+post, stock flow scripts
make -C /OpenROAD-flow-scripts/flow DESIGN_CONFIG=/design/flow/config.mk WORK_HOME=/design/flow/orfs finish
--- config.mk ---
export PLATFORM = sky130hd
export DESIGN_NAME = labwork2_src
export DESIGN_NICKNAME = labwork2_src
export VERILOG_FILES = /design/flow/design.v
export SDC_FILE = /design/flow/constraint.sdc
export NUM_CORES = 4
export LEC_CHECK = 1
export CORE_AREA = 10 10 110 110
export DIE_AREA = 0 0 120 120
--- design.v ---
module labwork2_src (
    input [7:0] A, B,
    input [2:0] OPCODE,
    output reg [7:0] OUT
);
    always @(*) begin
        case (OPCODE)
            3'b000: OUT = ~A;                 
            3'b001: OUT = A | B;              
            3'b010: OUT = A ^ B;              
            3'b011: OUT = A & B;              
            3'b100: OUT = A[3:0] * B[3:0];    
            3'b101: OUT = A + B;              
            3'b110: OUT = A - B;              
            default: OUT = 8'b00000000;       
        endcase
    end
endmodule
--- constraint.sdc ---
current_design labwork2_src

set clk_period 4.2
set clk_io_pct 0.2

create_clock -name clk0 -period $clk_period

set non_clock_inputs [all_inputs -no_clocks]
set_input_delay [expr $clk_period * $clk_io_pct] -clock clk0 $non_clock_inputs
set_output_delay [expr $clk_period * $clk_io_pct] -clock clk0 [all_outputs]
==> run summary <==
1st-iter DRT viols: 52
Final setup viols: 0
Die Area: 0.0144 mm^2
Power share of the clock group: 0
WS Path Type: in -> out
DRC: 0
CP Buf/Inv Count: 4
WP depth: 13
Maxcap violations: 0
Registers: 0
Largest net degree at the start of global routing: 20
Worst Tran Pin Value: 0.366 ns
Worst Path Max Fanout: 2
Slew HR: 0.754
Hold path depth: 4
Hold_buf cts: 0
Top cells by count, synth: ha_1, nor2_1, inv_1
CP top delay family: adder cells
Reg power frac: 0
Post-synth area from yosys stat: 0.00156 mm^2
NetSw: 0.149 mW
Worst path cell trace: buf_8 -> nand2_4 -> fa_1 -> inv_2 -> fa_1 -> inv_1 -> fa_2 -> nor2b_1 -> o21ai_1 -> a2111oi_2 -> nor3_1 -> a31oi_1 -> buf_2
Diodes inserted: 0
Ys cells: 204
Final wirelength: 4680 um
Grt total ovfl: 0
Sw frac: 0.465
Clock buffers: 0
RSZ-0062 raised after global routing: true
Layout cells sized above 1: 0.331
Via density: 4.14
Worst EP arrival: 3.34 ns
Largest stage delay on the critical path: 0.54 ns
First-pass GRT wire length: 7880 um
Final Util: 0.244
Vias in the first global route: 1,669
Most numerous cell in the Yosys netlist: ha_1
Fin crit period: 4.18 ns
Synth Seq Share: 0
CP max-delay cell: fa_1
Finished Cell Area: 0.00238 mm^2
Vias post-DR: 1,664
Hpwl dp: 4080 um
Setup tns final: 0 ns
Placer Congestion: 0.892
Critical Path End Type: output pin
Die W: 120 um
Floorplan Utilization: 0.160
Wirelength per Cell: 11.7 um
Final hold vios: 0
Synth Warn #: 1
P_int: 0.171 mW
Mapped Avg Cell Area: 7.65 um^2
Static Leak: 1.13 nW
# fillers: 1,062
Die Y: 120 um
Top cell type by total area after synthesis: ha_1
Cell Area, Placed: 0.00225 mm^2
Final period util: 0.996
Pwr dens: 134 mW/mm^2
Crit start category: input pin
Sequential Area: 0 um^2
Mapped Cells: 204
Tool warning count: 43
Max-slew violation count: 0
Comb pwr share: 1.000
Cell Area, Synth: 0.00156 mm^2
Hold crit path type: in -> out
Initial antenna violation count: 0
Fmax: 239 MHz
CP most frequent cell: fa_1
# IOs: 27
Worst path required time: 3.36 ns
Top cells by area: ha_1, nor2_1, inv_1
Worst vdd ir: 0.0000269 V
Synth unique cells: 44
Port buffer count: 27
Num rows: 36
Layout area overhead: 52.8%
Yosys top cell area share: 0.289
Core area: 0.00977 mm^2
Status: completed
TritonRoute pass-1 iters: 4
Final antenna-violating net count: 0
Aggregate global-route resource usage: 0.0653
-- kinds of logic (layout without fill, tap and decap cells) --
family	Yosys count	after routing	share of synthesized area
AOI/OAI and AO/OA	51	51	0.229
xor gates and xnor gates	11	11	0.0666
adders and majority gates	41	41	0.353
buffers and inverters	36	101	0.100
muxes	7	7	0.0802
and+or+nand+nor	58	58	0.171
-- power groups by stage --
stage	sequential, mW	clock, mW	combinational (mW)
after CTS	0	0	0.314
after global routing	0	0	0.359
final	0	0	0.319
-- timing repair --
| item | 4_1_cts | 5_1_grt |
|---|---|---|
| resized | 77 | 8 |
| pin swaps | 23 | 10 |
| setup buffers | 4 | 0 |
| endpoints found under the setup margin | 7 | 6 |
-- worst paths after layout --
path / from / to / slack (ns)
worst min-delay path: OPCODE[2] / OUT[5] / 2.35
worst max-delay path: A[0] / OUT[6] / 0.02
-- metal layers --
metal / global-route usage / wire length, um / vias to the layer above
li1: - / - / 851
met1: 0.0797 / 2010 / 768
met2: 0.124 / 2450 / 37
met3: 0.000952 / 99 / 8
met4: 0.0151 / 127 / 0
met5: 0 / 0 / -
-- metrics by stage --
| step | power (mW) | instances | hold WS (ns) | worst slack (ns) |
|---|---|---|---|---|
| floorplan | 0.164 | 204 | 1.85 | 0.0853 |
| global placement | 0.294 | 398 | 2.90 | -1.18 |
| detailed placement | 0.297 | 398 | 2.89 | -1.16 |
| CTS | 0.314 | 402 | 2.36 | -0.0667 |
| global route | 0.359 | 402 | 2.40 | -0.242 |
| finish | 0.319 | 402 | 2.35 | 0.0172 |
-- layout by cell type, fill, tap and decap left out, drive strengths merged, types with 5 or more instances in the layout --
cell and n:
nand2 10, xnor2 8, buf 53, o21ai 10
ha 36, a31oi 8, nor2 30, dlygate4sd2 6
inv 30, fa 5, a21oi 8, clkdlybuf4s50 10
-- final cells by class --
class              instances  area (um^2)  share of cell area
inverters                 30          113              0.0472
repair buffers            71          591               0.248
multi-input cells        168         1510               0.635
well taps                133          166              0.0698
Power and IR drop assume default switching activity.
