### ./run.sh
#!/bin/bash
# OpenROAD 26Q1-2900-gdf79404cd8, Yosys 0.63+post, stock flow scripts
make -C /OpenROAD-flow-scripts/flow DESIGN_CONFIG=/design/flow/config.mk WORK_HOME=/design/flow/orfs finish
### ./config.mk
export PLATFORM = sky130hd
export DESIGN_NAME = TopModule
export DESIGN_NICKNAME = TopModule
export VERILOG_FILES = /design/flow/design.v
export SDC_FILE = /design/flow/constraint.sdc
export NUM_CORES = 4
export LEC_CHECK = 1
export CORE_UTILIZATION = 50
### ./design.v
module ALU(
    input [31:0] inputA, 
    input [31:0] inputB,
    output reg [31:0] outputC,
    input clk,
    input [1:0] opcode
);
    always @(posedge clk) begin
        case(opcode)
            2'b00: outputC <= inputA + inputB;
            2'b01: outputC <= inputA - inputB;
            2'b10: outputC <= inputA << inputB;
            2'b11: outputC <= inputA >> inputB;
        endcase
    end
endmodule
module RegisterFile (
    input wire CLK,
    input wire WE3,
    input wire [4:0] A1, A2, A3,
    input wire [31:0] WD3,
    output wire [31:0] RD1, RD2
);
    reg [31:0] registers [31:0];
    assign RD1 = registers[A1];
    assign RD2 = registers[A2];
    always @(posedge CLK) begin
        if (WE3) begin
            registers[A3] <= WD3;
        end
    end
endmodule
`timescale 1ns / 1ps
module TopModule (
    input clk,
    input [31:0] inputA,
    input [31:0] inputB,
    input [1:0] opcode,
    input WE3,
    input [4:0] A1, 
    input [4:0] A2, 
    input [4:0] A3,
    input [31:0] WD3,
    output [31:0] outputC,
    output [31:0] RD1, 
    output [31:0] RD2
);
    ALU alu_inst (
        .inputA(inputA),
        .inputB(inputB),
        .outputC(outputC),
        .clk(clk),
        .opcode(opcode)
    );
    RegisterFile regfile_inst (
        .CLK(clk),
        .WE3(WE3),
        .A1(A1),
        .A2(A2),
        .A3(A3),
        .RD1(RD1),
        .RD2(RD2),
        .WD3(WD3)
    );
endmodule
### ./constraint.sdc
current_design TopModule

set clk_period 12.2
set clk_io_pct 0.2

create_clock -name clk0 -period $clk_period [get_ports {clk}]

set non_clock_inputs [all_inputs -no_clocks]
set_input_delay [expr $clk_period * $clk_io_pct] -clock clk0 $non_clock_inputs
set_output_delay [expr $clk_period * $clk_io_pct] -clock clk0 [all_outputs]
==> reports/metrics.cfg <==
[setup_path]
path_delay_family = buffers and inverters
path_class = in -> out
end_kind = primary output
required_ns = 9.76
cp_num_cells = 7
crit_arrival_ns = 6.04
slowest_stage = buf_4
cp-start-kind = input pin
cp_max_fo = 45
crit_buf_inv = 4
critical-path-max-stage-delay_ns = 0.68
worstPathCellList = buf_8, buf_4, buf_4, mux4_2, mux4_2, mux2_2, clkdlybuf4s50_1

[pwr]
p_leak_nw = 19.0
finalPower_mw = 8.39
power.density_nw_per_um2 = 139
ir_worst_vdd_v = 0.000148

[global_routing]
grt_pass1_wl_mm = 227
grt_pass1_vias = 33600
grt_overflow = 0
grtUsageTotal = 0.332
grt_antenna_before_repair = 3
grt_max_degree = 68

[timing]
max-slew-margin-rel = 0.316
maxSlewViolCount = 0
fmax_mhz = 118
fin_setup_tns_ns = 0
rsz0062_at_grt = no
finalCriticalPeriod_ns = 8.48
hold_viol = 0
setup_violations = 0
finalCritPeriodShare = 0.695
tightest_slew_ns = 1.02

[route]
wl_mm = 154
routed_via_density = 6.71
ant_nets = 0
drt_pass1_iterations = 6
wl_per_cell_um = 34.4
routed-wl-met2_mm = 72.4
dr_wl_met3_mm = 28.1
top_layer = met5
num_vias = 30000
met1_length_mm = 48.7
drc = 0
drt_iter0_markers = 2051

[logic_synthesis]
syn_area_um2 = 52900
top_cell_area_share = 0.581
xor_area_frac = 0.00943
synth_area_per_cell_um2 = 19.1
ys.warnings.count = 2
synthArstFlopShare = 0
ys_seq_frac = 0.593
yosys_cells = 2770
ys_sh_aoi = 0.0324
mux_area_frac = 0.310
netlist_logic_family_top = multiplexers
yosys_area_um2 = 52900
ys_types = 79
edf_count = 1024
ys_top_cells_by_area = edfxtp_1 58%, mux4_2 28%, mux2_2 1.6%, dfxtp_1 1.2%, nor2_1 1.2%
synthAdderAreaFrac = 0.00794
synth_top_flop_cell = edfxtp_1
synthCells = 2770
yosysTopAreaCell = edfxtp_1
synth_flops = 1056
simple_gate_area_frac = 0.0290

[cells_and_area]
drive_gt1_frac = 0.348
area_growth_syn_to_layout_pct = 14.3
nFillCells = 7725

[die]
die_h_um = 327
fp_util = 0.504
rows = 119
chip_area_um2 = 107000
ioPinCount = 211
die_x_um = 327
placeableCoreArea_um2 = 105000

[placement]
gp_congestion = 0.952
portBuffers = 210
hpwl_mm = 91.4

[worst_hold_path]
holdPathStages = 5
min_from = inputB[3]
hp-class = in -> reg
hold_path_end = alu_inst.outputC[17]$_DFF_P_

[clock_network]
htree_levels = 3
post_cts_resized = 0
cts_buffer_depth = 3
cts.sinks = 1056
cts_setup_buffers = 0
clk_pin_slew_ns = 0.06
cts_tree = done
root_buffer = clkbuf_16
hold_buffers = 0
numCtsBuffers = 110

[flow_run]
max-cap-violations = 0
warning_count = 26

[status]
status = completed

-- cells by family after synthesis --
group | count (synthesis)
XOR/XNOR | 57
AND-OR/OR-AND | 270
flip-flops | 1056
AND/OR/NAND/NOR | 331
multiplexers | 797
buffers and inverters | 226
adder cells (fa/ha/maj) | 33
-- sequential cells by signal, indices dropped and copies added, names as in the netlist --
register,flops
regfile_inst.registers,1024
alu_inst.outputC,32
-- per-layer routing --
metal,GRT usage,vias up
met5,0.0235,-
met4,0.0752,16
met3,0.252,275
met1,0.447,15200
met2,0.463,2120
li1,-,12400
-- stage by stage --
stage | utilization | instance area (um2) | setup WS [ns] | hold slack [ns] | std cells
finish | 0.576 | 60500 | 3.72 | 2.34 | 4477
global route | 0.576 | 60500 | 3.39 | 2.36 | 4476
CTS | 0.576 | 60500 | 3.57 | 2.28 | 4476
detailed placement | 0.542 | 57000 | 3.60 | 3.05 | 4274
global placement | 0.542 | 57000 | 3.60 | 3.06 | 4274
floorplan | - | 52900 | 5.41 | 2.54 | 2770
-- power breakdown --
part / internal [mW] / switching [mW]
registers: 4.04 / 0.0243
clock network: 1.88 / 1.42
logic: 0.509 / 0.521
total: 6.43 / 1.96
-- cell usage in the layout (no fill, tap or decap), types with 6 or more instances in the layout --
master           count
clkinv_1            26
bufinv_16           10
buf_2                6
inv_1               17
nand2b_1            21
dfxtp_1             32
clkbuf_1            26
nand3_1             14
o21ai_0             54
clkinvlp_4           8
a21o_1              13
buf_4              108
clkbuf_16          110
clkdlybuf4s50_1    196
o221ai_1             6
o211ai_1            15
clkinv_2            13
o22ai_1             15
edfxtp_1          1024
nor2_1             131
nand2_1             59
xor2_1              21
nor3_1              21
xnor2_1             36
mux2i_1             52
a211oi_1            15
ha_1                32
mux4_2             668
nor2_4              34
nor4_1               8
mux2_2              77
nand3b_1             6
o21ai_1             21
a21oi_1             75
-- worst min-delay path, cell delays in order --
cell and delay, ns:
buf_2 0.12, nor2_1 0.15, nand2_1 0.10, o211ai_1 0.10
o211ai_1 0.11
-- layout make-up --
type | count | area [um2] | area share
flip-flops and latches | 1056 | 31400 | 0.519
multi-input cells | 1488 | 20800 | 0.344
repair buffers | 318 | 2930 | 0.0483
clock buffers | 136 | 2850 | 0.0471
well taps | 1391 | 1740 | 0.0288
clock inverters | 66 | 694 | 0.0115
inverters | 21 | 78.8 | 0.00130
diodes | 1 | 2.50 | 0.0000413
-- how the worst max path moves through the flow --
stage / startpoint / to / slack, ns
after global routing: A1[0] / RD1[27] / 3.39
final: A1[0] / RD1[27] / 3.72
after CTS: A1[0] / RD1[27] / 3.57
-- synthesized netlist by cell type, types with 3 or more instances --
master	count
nand4_1	5
nor4_1	8
o211ai_1	15
buf_2	62
o41ai_1	3
inv_1	17
a31oi_1	5
nor3_1	21
o31ai_1	3
o22ai_1	15
xnor2_1	36
o22a_1	4
nor2b_1	4
o21a_1	5
mux2_2	77
o221ai_1	6
nand2b_1	21
a21o_1	13
mux4_2	668
xor2_1	21
mux2i_1	52
and3_1	5
or3_1	3
nand3b_1	6
nand3_1	14
o21ai_1	21
dfxtp_1	32
a21oi_1	75
nand2_1	59
o21ai_0	54
buf_4	3
or2_2	5
a22oi_1	5
clkbuf_1	113
nor2_1	163
ha_1	32
buf_1	25
a211oi_1	15
edfxtp_1	1024
No activity file was given, so power comes from the tool's default toggle rates.
