[./config.mk]
export PLATFORM = sky130hd
export DESIGN_NAME = labwork1_src
export DESIGN_NICKNAME = labwork1_src
export VERILOG_FILES = /design/flow/design.v
export SDC_FILE = /design/flow/constraint.sdc
export NUM_CORES = 4
export LEC_CHECK = 1
export CORE_AREA = 10 10 70 70
export DIE_AREA = 0 0 80 80
[./constraint.sdc]
current_design labwork1_src

set clk_period 1.9
set clk_io_pct 0.2

create_clock -name clk0 -period $clk_period

set non_clock_inputs [all_inputs -no_clocks]
set_input_delay [expr $clk_period * $clk_io_pct] -clock clk0 $non_clock_inputs
set_output_delay [expr $clk_period * $clk_io_pct] -clock clk0 [all_outputs]
[./design.v]
module labwork1_src (
    input [7:0] in,   
    output [7:0] out  
);
    assign out = ~in + 1;   
endmodule
[./run.sh]
#!/bin/bash
# OpenROAD 26Q1-2900-gdf79404cd8, Yosys 0.63+post, stock flow scripts
make -C /OpenROAD-flow-scripts/flow DESIGN_CONFIG=/design/flow/config.mk WORK_HOME=/design/flow/orfs finish
==> reports/qor.rpt <==
====================================================================================
Number of buffers added to fix hold violations after cts ..............            0
Post-synthesis cell type with the largest instance count .............. sky130_fd_sc_hd__xnor2_1
Die extent in x .......................................................        80 µm
Critical path fanouts, max ............................................            2
Post-Syn Instances ....................................................           18
Total instance count after detailed placement .........................           84
Mean post-synth cell area .............................................     7.65 µm²
Ratio of cells with drive above 1 in the final layout .................        0.368
Global-route total usage across every layer ...........................       0.0182
Ranking of synthesized cells by area .................................. sky130_fd_sc_hd__xnor2_1, sky130_fd_sc_hd__nor4_4, sky130_fd_sc_hd__xor2_1
Data arrival at the endpoint of the critical path .....................      1.48 ns
Routed via count divided by cell count ................................         2.30
Highest routed layer ..................................................         met3
Required time worst endpoint ..........................................      1.52 ns
Top cells by instance count after synthesis ........................... sky130_fd_sc_hd__xnor2_1, sky130_fd_sc_hd__nor2_1, sky130_fd_sc_hd__inv_1, sky130_fd_sc_hd__xor2_1
CP endpoint kind ......................................................   output pin
Sequential-to-total area share from yosys stat ........................            0
Global-route wire length before repair ................................       959 µm
ANT cells .............................................................            0
Critical Path, Cell by Cell ........................................... buf_6 > or4_4 > nor2_4 > xnor2_1 > dlygate4sd2_1
Residual overflow from global routing .................................            0
Total power per unit cell area ........................................   163 nW/µm²
Yosys warns ...........................................................            0
Total length of routed wires ..........................................       631 µm
Area of the core region ...............................................     3420 µm²
Fin. Hold Viols .......................................................            0
Clock buf count .......................................................            0
Area share of the leading cell type in the synthesized netlist ........        0.255
Weighted congestion at the end of routability-driven global placement .        0.741
Row count .............................................................           21
Antenna-violating nets left ...........................................            0
Worst hold path startpoint ............................................        in[3]
Number of setup buffers added after CTS ...............................            0
Die height ............................................................        80 µm
Startpoint class of the critical path .................................    input pin
Number of warnings the tools reported .................................           34
Violation count after the first detailed-routing iteration ............            2
Pleak .................................................................  0.000161 µW
MaxCap Viol Count .....................................................            0
Post-Route Setup TNS ..................................................         0 ns
Flop Count ............................................................            0
Final critical-path required period ...................................      1.86 ns
Critical-path top delay cell .......................................... sky130_fd_sc_hd__or4_4
Count of different cell masters after synthesis .......................           11
Min-delay worst type .................................................. input pin to output pin
Max-slew violations ...................................................            0
Slowest stage delay, CP ...............................................      0.56 ns
Cell count of the worst hold path .....................................            4
Worst vdd rail ir drop ................................................  0.0000204 V
Fraction of the core area occupied by cells at floorplan ..............       0.0403
Amount of wire on met2 after detailed routing .........................       199 µm
Final std cells w/o fill ..............................................           84
End of the worst hold path ............................................       out[3]
Final cycle utilization of the critical path ..........................        0.981
Iteration tally of the first detailed-router pass .....................            2
Number of cells in the yosys synthesis report .........................           18
Fillers ...............................................................          399
RSZ-0062 raised after global routing ..................................         true
Slew of the pin with the lowest slew margin ...........................     0.281 ns
Vias in the first global route ........................................          218
IO Pins ...............................................................           16
Total cell area reported by yosys after synthesis .....................      138 µm²
Setup violations, final ...............................................            0
Utilization after layout ..............................................        0.114
Rel. slew slack .......................................................        0.812
Area of the die .......................................................     6400 µm²
Layout area overhead ..................................................         184%
Met1 layer wirelength in the final routing ............................       289 µm
Result of the run ..................................................... finished clean
Via Count .............................................................          193
FF+latch area .........................................................        0 µm²
Yosys top cell by area ................................................ sky130_fd_sc_hd__xnor2_1
Initial antenna violation count .......................................            0
Upper clock frequency limit ...........................................      536 MHz
Met3 wire length ......................................................       142 µm
IO Port Bufs ..........................................................           16
Post-Syn Area .........................................................      138 µm²
DRC violation count after routing .....................................            0
Maximum number of pins on one net before global-route repair ..........            5
Setup Crit Path Kind .................................................. input pin to output pin
Average detailed-routed wire length per instance ......................      7.51 µm
====================================================================================
## cells by family after synthesis
family,count (synthesis),share of synthesized area
and+or+nand+nor,8,0.418
buffers and inverters,3,0.109
adders and majority gates,1,0.0909
xor gates and xnor gates,6,0.382
## where the power goes
group	internal, µW	total [µW]	switching (µW)	leakage (µW)
Sequential	0	0	0	0
Combinational	40.7	63.5	22.8	0.000161
Clock	0	0	0	0
## through the flow
stage                     setup slack [ns]  total power [µW]  cell area (µm²)  hold WS, ns
after floorplan                      0.347              13.1              138        0.789
after detailed placement            -0.639              72.1              385         1.71
after CTS                          -0.0555              64.4              379         1.24
after global placement              -0.618              71.7              385         1.71
after global routing              -0.00308              71.3              390         1.15
final                               0.0354              63.5              390         1.11
## repair_timing
action                     CTS  global route
pin swaps                    5             2
resized                     28             3
setup endpoints to repair    7             3
## layer usage
metal | up-vias | GRT usage
met4 | 0 | 0
met1 | 79 | 0.0244
li1 | 100 | -
met2 | 14 | 0.0249
met5 | - | 0
met3 | 0 | 0.0125
## cells in the final DEF, fill, tap and decap left out
cell / count
sky130_fd_sc_hd__dlymetal6s2s_1: 2
sky130_fd_sc_hd__buf_2: 3
sky130_fd_sc_hd__dlygate4sd2_1: 6
sky130_fd_sc_hd__nor2_1: 2
sky130_fd_sc_hd__nand2_1: 1
sky130_fd_sc_hd__clkdlybuf4s50_1: 3
sky130_fd_sc_hd__buf_6: 1
sky130_fd_sc_hd__xnor2_1: 4
sky130_fd_sc_hd__nor2_4: 1
sky130_fd_sc_hd__nor4_4: 1
sky130_fd_sc_hd__clkdlybuf4s15_1: 1
sky130_fd_sc_hd__nand3_1: 1
sky130_fd_sc_hd__inv_1: 2
sky130_fd_sc_hd__nor3_4: 1
sky130_fd_sc_hd__ha_2: 1
sky130_fd_sc_hd__xor2_1: 2
sky130_fd_sc_hd__or4_4: 1
sky130_fd_sc_hd__buf_4: 5
## how the worst max path moves through the flow
stage | start | to | slack [ns]
after global routing | in[3] | out[5] | -0.003
after CTS | in[3] | out[7] | -0.06
final | in[3] | out[5] | 0.04
## critical path: cells and delay by family
kind | cells | cell delay (ns)
xor+xnor | 1 | 0.11
simple gates | 2 | 0.68
buf+inv | 2 | 0.31
## final cells by class
class	count	area [µm²]	area share
Inverter	2	7.51	0.0192
Multi-Input combinational cell	15	144	0.369
Tap cell	46	57.6	0.147
Timing Repair Buffer	21	181	0.465
Power figures rest on the tool's default switching activity, not on a simulated workload.
